===== flow/run.sh =====
#!/bin/bash
# OpenROAD 26Q1-2900-gdf79404cd8, Yosys 0.63+post, stock flow scripts
make -C /OpenROAD-flow-scripts/flow DESIGN_CONFIG=/design/flow/config.mk WORK_HOME=/design/flow/orfs finish

===== flow/config.mk =====
export PLATFORM = sky130hd
export DESIGN_NAME = watchdog_timer
export DESIGN_NICKNAME = watchdog_timer
export VERILOG_FILES = /design/flow/design.v
export SDC_FILE = /design/flow/constraint.sdc
export NUM_CORES = 4
export LEC_CHECK = 1
export CORE_UTILIZATION = 40

===== flow/constraint.sdc =====
current_design watchdog_timer

set clk_period 19.9
set clk_io_pct 0.2

create_clock -name clk0 -period $clk_period [get_ports {i_clk}]

set non_clock_inputs [all_inputs -no_clocks]
set_input_delay [expr $clk_period * $clk_io_pct] -clock clk0 $non_clock_inputs
set_output_delay [expr $clk_period * $clk_io_pct] -clock clk0 [all_outputs]

===== flow/design.v =====
module watchdog_timer (i_clk, i_clrwdt, i_wait_period, i_rst_period, o_fail_safe, o_hardware_rst);
	input i_clk;
	input i_clrwdt;
	input [31:0] i_wait_period;	 
	input [31:0] i_rst_period;	 
	output reg o_fail_safe;
	output reg o_hardware_rst;
	reg [31:0] counter_1;		 
	reg [31:0] counter_2;		 
	reg [31:0] counter_3;		 
	always @(posedge i_clk) begin
		if (i_clrwdt) begin
			counter_1 <= i_wait_period;
			counter_2 <= i_wait_period;
			counter_3 <= i_rst_period;
			o_fail_safe <= 0;
			o_hardware_rst <= 0;
		end	
		if (counter_1 == 32'd0)		 
			o_fail_safe <= 1;
		else if (counter_1 != 32'd0)
			counter_1 <= counter_1 - 1;
		if (counter_2 == 32'd0)		 
			o_hardware_rst <= 1;
		else if (counter_1 == 32'd0 && counter_2 != 32'd0)
			counter_2 <= counter_2 - 1;
		if (counter_3 == 32'd0) begin	 
			o_fail_safe <= 0;
			o_hardware_rst <= 0;
			counter_1 <= i_wait_period;
			counter_2 <= i_wait_period;
			counter_3 <= i_rst_period;
		end else if (counter_2 == 32'd0 && counter_3 != 32'd0)
			counter_3 <= counter_3 - 1;
	end
endmodule

==> report_table.html <==
<p>Metrics extracted from the flow reports.</p>
<table>
<tr><th>Metric</th><th>Value</th></tr>
<tr><th colspan="2">Outcome</th></tr>
<tr><td>Outcome</td><td>complete, no violations</td></tr>
<tr><th colspan="2">Flow run</th></tr>
<tr><td>Max_cap viols</td><td>0</td></tr>
<tr><td>Tally of OpenROAD warnings</td><td>27</td></tr>
<tr><th colspan="2">Timing</th></tr>
<tr><td>Peak clock frequency supported by timing</td><td>0.184 GHz</td></tr>
<tr><td>Post-route worst setup slack</td><td>between 10,000 and 15,000 ps</td></tr>
<tr><td>Count of final setup violators</td><td>0</td></tr>
<tr><td>Worst-case headroom to the max-slew limit</td><td>40.6%</td></tr>
<tr><td>Setup total negative slack</td><td>0 ps</td></tr>
<tr><td>Number of pins exceeding their max-slew limit in the final report</td><td>0</td></tr>
<tr><td>Worst-case clock skew</td><td>9.12 ps</td></tr>
<tr><td>Worst-margin pin slew</td><td>888 ps</td></tr>
<tr><td>Worst hold slack</td><td>488 ps</td></tr>
<tr><td>Final worst-path cycle share</td><td>27.3%</td></tr>
<tr><td>Final min period</td><td>around 5400 ps</td></tr>
<tr><td>Unrepaired setup endpoints after global routing</td><td>no</td></tr>
<tr><td>Final hold violation count</td><td>0</td></tr>
<tr><th colspan="2">Setup path</th></tr>
<tr><td>Worst-path cell with the longest stage delay</td><td>clkdlybuf4s50_1</td></tr>
<tr><td>Launching element of the worst setup path</td><td>i_clrwdt</td></tr>
<tr><td>CP Max Fanout</td><td>20</td></tr>
<tr><td>Category of the worst setup path launch point</td><td>primary input</td></tr>
<tr><td>Arrival time of the worst setup path</td><td>5670 ps</td></tr>
<tr><td>Critical path, cell by cell</td><td>clkdlybuf4s50_1 -&gt; inv_1 -&gt; a21oi_1 -&gt; nor2_1 -&gt; buf_4 -&gt; o221a_2</td></tr>
<tr><td>Capturing element of the worst setup path</td><td>counter_2[16]</td></tr>
<tr><td>Critical setup path kind</td><td>primary input to register</td></tr>
<tr><td>Reg2Reg Launch Point</td><td>counter_3[0]</td></tr>
<tr><td>Endpoint of the lowest-slack register-to-register path</td><td>counter_3[5]</td></tr>
<tr><td>Logic depth of the worst register-to-register path</td><td>8</td></tr>
<tr><td>FF-to-FF setup slack</td><td>around 16,000 ps</td></tr>
<tr><td>Sort of element at the end of the critical path</td><td>register</td></tr>
<tr><td>Max stage delay on crit path</td><td>620 ps</td></tr>
<tr><td>Data required time at the worst endpoint</td><td>20,150 ps</td></tr>
<tr><th colspan="2">Worst hold path</th></tr>
<tr><td>Worst hold path type</td><td>register to register</td></tr>
<tr><th colspan="2">Route</th></tr>
<tr><td>Number of DRC violations after detailed routing</td><td>0</td></tr>
<tr><td>Remaining antenna violation count after routing</td><td>0</td></tr>
<tr><td>Via density per instance</td><td>just under 6</td></tr>
<tr><td>First DRT Iteration DRCs</td><td>~290</td></tr>
<tr><td>Number of vias in the routed layout</td><td>5,426</td></tr>
<tr><td>Pre-antenna DRT Iters</td><td>4</td></tr>
<tr><td>Sum of routed wire length over all layers</td><td>16.2 mm</td></tr>
<tr><td>Antenna diode count</td><td>0</td></tr>
<tr><td>Final routed wire length divided by cell count</td><td>17.7 um</td></tr>
<tr><th colspan="2">Synth</th></tr>
<tr><td>Seq share, synth</td><td>43.3%</td></tr>
<tr><td>Count of warnings emitted by yosys</td><td>1</td></tr>
<tr><td>Area of the mapped netlist</td><td>6010 um2</td></tr>
<tr><td>Number of enable-type register cells in the synthesized netlist</td><td>64</td></tr>
<tr><td>Cells after synthesis</td><td>669</td></tr>
<tr><td>#FFs+latches synth</td><td>~100</td></tr>
<tr><td>Count of cell types in the netlist</td><td>61</td></tr>
<tr><td>Mapped Avg Cell Area</td><td>8.98 um2</td></tr>
<tr><td>Main flop type</td><td>edfxtp_1</td></tr>
<tr><td>Yosys stat area</td><td>6010 um2</td></tr>
<tr><td>Cell count in the Yosys report</td><td>669</td></tr>
<tr><td>FFs w/ async S/R, synth</td><td>0%</td></tr>
<tr><th colspan="2">Floorplanning</th></tr>
<tr><td>Row count</td><td>44</td></tr>
<tr><td>Height of the die</td><td>125 um</td></tr>
<tr><td>Die span in x</td><td>125 um</td></tr>
<tr><td>Floorplan core area</td><td>14,600 um2</td></tr>
<tr><td>Effective utilization at floorplan</td><td>between 40 and 50%</td></tr>
<tr><td>Io pins</td><td>68</td></tr>
<tr><td>Chip Area</td><td>15,500 um2</td></tr>
<tr><th colspan="2">GRT</th></tr>
<tr><td>Largest net degree at the start of global routing</td><td>61</td></tr>
<tr><td>Met2 Resource Use GR</td><td>32.8%</td></tr>
<tr><td>Tot GR Track Use</td><td>~22%</td></tr>
<tr><td>First-pass GRT wire length</td><td>26.6 mm</td></tr>
<tr><td>GR Util met1</td><td>34.6%</td></tr>
<tr><td>Number of global-route vias before repair</td><td>5,260</td></tr>
<tr><td>Met3 Resource Use GR</td><td>~5.0%</td></tr>
<tr><td>Number of antenna violations at the first check in global routing</td><td>0</td></tr>
<tr><td>GRT busiest layer</td><td>met1</td></tr>
<tr><td>Global route overflow</td><td>0</td></tr>
<tr><th colspan="2">Clock tree</th></tr>
<tr><td>Post-CTS setup buffer count</td><td>0</td></tr>
<tr><td>Post-cts resize count</td><td>0</td></tr>
<tr><td>Clock-pin slew on the worst setup and hold paths</td><td>approximately 70 ps</td></tr>
<tr><td>Number of buffers on the longest clock path</td><td>2</td></tr>
<tr><td>Clock tree root driver cell</td><td>clkbuf_16</td></tr>
<tr><td>Clock tree from TritonCTS</td><td>built</td></tr>
<tr><td>Hold-fix buffers at CTS</td><td>0</td></tr>
<tr><td>Clock latency on the worst-skew pair</td><td>350 ps</td></tr>
<tr><td>CTS buffer count</td><td>9</td></tr>
<tr><td>Sinks on the clock net</td><td>98</td></tr>
<tr><td>Deepest level of the CTS H-tree</td><td>3</td></tr>
<tr><th colspan="2">Power</th></tr>
<tr><td>Reported leakage power</td><td>2.27 nW</td></tr>
<tr><td>Net Sw Frac</td><td>22.7%</td></tr>
<tr><td>Portion of total power attributed to combinational logic</td><td>9.3%</td></tr>
<tr><td>Fraction of power consumed by the clock network</td><td>38.1%</td></tr>
<tr><td>Net switching power</td><td>slightly above 0.1 mW</td></tr>
<tr><td>Peak supply drop</td><td>between 0.04 and 0.05 mV</td></tr>
<tr><td>Cell-internal power</td><td>0.344 mW</td></tr>
<tr><td>PwrDens</td><td>62.3 nW/um2</td></tr>
<tr><td>Share of power burned in registers</td><td>52.6%</td></tr>
<tr><td>Power after layout</td><td>0.445 mW</td></tr>
<tr><th colspan="2">Layout</th></tr>
<tr><td>Proportion of layout cells with a drive suffix above 1</td><td>5.73%</td></tr>
<tr><td>Fin cells</td><td>917</td></tr>
<tr><td>Area Growth Syn to Fin</td><td>18.9%</td></tr>
<tr><td>FILL cells</td><td>1,320</td></tr>
<tr><td>Util after Layout</td><td>between 40% and 50%</td></tr>
<tr><td>Fin area</td><td>7140 um2</td></tr>
<tr><th colspan="2">Placement</th></tr>
<tr><td>Post-placement cell area</td><td>approximately 6900 um2</td></tr>
<tr><td>Placed Cells</td><td>901</td></tr>
<tr><td>Sum of net half-perimeters after detailed placement</td><td>11.5 mm</td></tr>
<tr><td>I/O Buffers</td><td>67</td></tr>
<tr><td>Gp weighted congestion</td><td>0.876</td></tr>
<tr><td>Placement-stage worst setup slack</td><td>14,160 ps</td></tr>
</table>
-- cell type report --
class	instances	area (um2)	share of cell area, %
flip-flops and latches	98	2600	36.4
clock buffers	11	233	3.26
multi-input cells	534	3260	45.6
repair buffers	76	738	10.3
clock inverters	5	45.0	0.631
inverters	9	33.8	0.473
well taps	184	230	3.22
-- worst min-delay path by stage --
stage,from,endpoint,cells past startpoint
after global routing,o_fail_safe,o_fail_safe,2
after CTS,o_fail_safe,o_fail_safe,2
final,o_fail_safe,o_fail_safe,2
-- layout by cell type (no fill, tap or decap), types with 9 or more instances in the layout --
cell type / count
xnor2_1: 47
edfxtp_1: 64
a2bb2oi_1: 12
nand3_1: 9
nor4_1: 28
inv_1: 9
nor3_1: 31
clkbuf_16: 9
dfxtp_1: 34
or2_2: 12
buf_4: 9
nor2_1: 36
or3_1: 12
o21ai_0: 75
and4_1: 10
nand2_1: 104
o211ai_1: 9
clkdlybuf4s50_1: 67
or4_1: 11
xor2_1: 13
a21oi_1: 19
nand4_1: 10
-- power by group through the flow --
stage	Clock, mW	Sequential (mW)	Combinational, mW
after CTS	0.175	0.234	0.0414
after global routing	0.182	0.236	0.0451
final	0.170	0.234	0.0413
-- cell usage after synthesis, types with 4 or more instances --
| master | number | area share, % |
|---|---|---|
| or2_2 | 12 | 1.2 |
| buf_2 | 6 | 0.50 |
| xor2_1 | 13 | 1.9 |
| and4_1 | 10 | 1.5 |
| nand3b_1 | 4 | 0.50 |
| nor3_1 | 31 | 2.6 |
| xnor2_1 | 47 | 6.8 |
| dfxtp_1 | 34 | 11 |
| clkbuf_1 | 21 | 1.3 |
| and3_1 | 5 | 0.52 |
| nor2_1 | 36 | 2.2 |
| inv_1 | 9 | 0.56 |
| o21ai_0 | 75 | 6.2 |
| a211oi_1 | 7 | 0.87 |
| a21o_1 | 5 | 0.62 |
| or3_1 | 12 | 1.2 |
| and2_1 | 8 | 0.83 |
| a2bb2oi_1 | 12 | 1.7 |
| nand4_1 | 10 | 1.0 |
| o211ai_1 | 9 | 1.1 |
| a21oi_1 | 19 | 1.6 |
| or4_1 | 11 | 1.4 |
| edfxtp_1 | 64 | 32 |
| nand2_1 | 104 | 6.5 |
| ha_1 | 5 | 1.0 |
| nor4_1 | 28 | 2.9 |
| nand3_1 | 9 | 0.75 |
| a211o_1 | 7 | 1.0 |
| o21ai_1 | 4 | 0.33 |
-- per-layer routing --
layer | up-vias | wire length (um)
met5 | - | 0
met4 | 0 | 414
met3 | 33 | 1180
met2 | 191 | 7110
met1 | 2565 | 7520
li1 | 2637 | -
-- cells by family (layout without fill, tap and decap cells) --
family | after synthesis | count (layout) | synth area share [%]
AOI/OAI and AO/OA | 167 | 167 | 17.8
xor gates and xnor gates | 60 | 60 | 8.74
adders and majority gates | 5 | 5 | 1.04
buffers and inverters | 37 | 101 | 2.44
DFF | 98 | 98 | 43.3
and+or+nand+nor | 302 | 302 | 26.7
-- critical path: cells and delay by family --
kind | cells | cell delay (ps)
AND-OR/OR-AND | 2 | 590
buffers and inverters | 3 | 1020
AND/OR/NAND/NOR | 1 | 70
No activity file was given, so power comes from the tool's default toggle rates.
