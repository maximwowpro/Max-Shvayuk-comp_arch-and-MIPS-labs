$ cat flow/run.sh
#!/bin/bash
# OpenROAD 26Q1-2900-gdf79404cd8, Yosys 0.63+post, stock flow scripts
make -C /OpenROAD-flow-scripts/flow DESIGN_CONFIG=/design/flow/config.mk WORK_HOME=/design/flow/orfs finish
$ cat flow/config.mk
export PLATFORM = sky130hd
export DESIGN_NAME = program_counter_mips
export DESIGN_NICKNAME = program_counter_mips
export VERILOG_FILES = /design/flow/design.v
export SDC_FILE = /design/flow/constraint.sdc
export NUM_CORES = 4
export LEC_CHECK = 1
export CORE_UTILIZATION = 30
$ cat flow/constraint.sdc
current_design program_counter_mips

set clk_period 4.2
set clk_io_pct 0.2

create_clock -name clk0 -period $clk_period [get_ports {clk}]

set non_clock_inputs [all_inputs -no_clocks]
set_input_delay [expr $clk_period * $clk_io_pct] -clock clk0 $non_clock_inputs
set_output_delay [expr $clk_period * $clk_io_pct] -clock clk0 [all_outputs]
$ cat flow/design.v
module program_counter_mips(clk, instruction, is_jump, ptr, reset);
input clk ;
input reset;
input is_jump;			 
input [31 : 0] instruction ;	 
output reg [31:0] ptr;		 
always @(posedge clk )
begin
	if (reset)
		ptr = 32'd0;
	else if (is_jump)
		ptr[27 : 0] = (instruction[25:0] << 2);
	else 
		ptr = ptr + 32'd4;
end
endmodule
==> report_table.html <==
<h3>Flow metrics</h3>
<table>
<tr><th>Metric</th><th>Value</th></tr>
<tr><th colspan="2">Floorplanning</th></tr>
<tr><td>Core region area</td><td>0.00554 sq mm</td></tr>
<tr><td>Die height</td><td>78.1 microns</td></tr>
<tr><td>Starting density of the core</td><td>31.4%</td></tr>
<tr><td>Die W</td><td>78.1 microns</td></tr>
<tr><td>Chip Footprint</td><td>0.00611 sq mm</td></tr>
<tr><td>Number of cell rows</td><td>27</td></tr>
<tr><td>IO Pins</td><td>67</td></tr>
<tr><th colspan="2">Worst setup path</th></tr>
<tr><td>Kind of critical path</td><td>primary input to register</td></tr>
<tr><td>Worst stage delay on the critical path</td><td>0.68 ns</td></tr>
<tr><td>Worst R2R Setup Slack</td><td>2.22 ns</td></tr>
<tr><td>Endpoint kind of the worst setup timing path</td><td>register</td></tr>
<tr><td>Maximum fanout count along the critical path</td><td>25</td></tr>
<tr><td>Reg2Reg Depth</td><td>5</td></tr>
<tr><td>Arrival time of the worst setup path</td><td>2.81 ns</td></tr>
<tr><td>Kind of launch point of the worst setup path</td><td>primary input</td></tr>
<tr><td>Library cell contributing the largest single delay on the critical path</td><td>sky130_fd_sc_hd__clkdlybuf4s50_1</td></tr>
<tr><td>CP cell instances</td><td>clkdlybuf4s50_1 -&gt; inv_1 -&gt; buf_4 -&gt; nor2_1 -&gt; a211oi_1</td></tr>
<tr><td>Startpoint of the most critical register-to-register path</td><td>ptr[2]</td></tr>
<tr><td>Worst reg2reg path endpoint</td><td>ptr[26]</td></tr>
<tr><td>Worst endpoint required time</td><td>4.39 ns</td></tr>
<tr><th colspan="2">Power</th></tr>
<tr><td>Final total power</td><td>0.660 mW</td></tr>
<tr><td>Largest voltage drop on the vdd net</td><td>0.0926 mV</td></tr>
<tr><td>LEAKAGE</td><td>0.781 nW</td></tr>
<tr><td>Power per unit of standard cell area</td><td>274 mW/mm^2</td></tr>
<tr><th colspan="2">STA</th></tr>
<tr><td>Worst hold margin</td><td>0.487 ns</td></tr>
<tr><td>Final Critical Period</td><td>2.61 ns</td></tr>
<tr><td>Final tally of hold violations</td><td>0</td></tr>
<tr><td>Least-Margin Pin Slew</td><td>0.730 ns</td></tr>
<tr><td>Maximum frequency from static timing analysis</td><td>0.382 GHz</td></tr>
<tr><td>Final worst clock skew</td><td>0.00555 ns</td></tr>
<tr><td>Final count of negative-setup-slack endpoints</td><td>0</td></tr>
<tr><td>Final clock period utilization by the worst path</td><td>62.2%</td></tr>
<tr><td>RSZ-0062 raised after global routing</td><td>no</td></tr>
<tr><td>Pins Over Slew Limit</td><td>0</td></tr>
<tr><td>Setup tns final</td><td>0 ns</td></tr>
<tr><td>Worst-case headroom to the max-slew limit</td><td>51.3%</td></tr>
<tr><th colspan="2">Synth</th></tr>
<tr><td>Share of synthesized registers carrying an async set or reset</td><td>0%</td></tr>
<tr><td>Yosys Warn Count</td><td>1</td></tr>
<tr><td>Area fraction in and, or, nand and nor cells</td><td>30.4%</td></tr>
<tr><td>Sequential cell area fraction in the yosys report</td><td>34.5%</td></tr>
<tr><td>Mapped cell area</td><td>0.00174 sq mm</td></tr>
<tr><td>Yosys cell count</td><td>207</td></tr>
<tr><td>Flip-flops with a built-in enable</td><td>0</td></tr>
<tr><td>MUX area fraction</td><td>0.576%</td></tr>
<tr><td>Top cell area share</td><td>34.5%</td></tr>
<tr><td>Ys flops</td><td>30</td></tr>
<tr><td>Cells taking the most area after synthesis</td><td>sky130_fd_sc_hd__dfxtp_1 35%, sky130_fd_sc_hd__a211oi_1 5.6%, sky130_fd_sc_hd__nor2_1 4.5%</td></tr>
<tr><td>Comb area leader</td><td>simple AND/OR/NAND/NOR gates</td></tr>
<tr><td>Commonest register cell after synthesis</td><td>sky130_fd_sc_hd__dfxtp_1</td></tr>
<tr><td>Instance count of the mapped netlist</td><td>207</td></tr>
<tr><td>Chip area estimate from yosys synthesis</td><td>0.00174 sq mm</td></tr>
<tr><td>Post-synthesis xor/xnor area fraction</td><td>6.55%</td></tr>
<tr><td>Avg Synthesized Cell Area</td><td>8.40 sq um</td></tr>
<tr><td>Fraction of the mapped netlist area in adder cells</td><td>0.719%</td></tr>
<tr><td>And-or/or-and share of the synthesized area</td><td>19.4%</td></tr>
<tr><td>Post-synth top area cell</td><td>sky130_fd_sc_hd__dfxtp_1</td></tr>
<tr><td>Distinct lib cells</td><td>38</td></tr>
<tr><th colspan="2">Clock tree</th></tr>
<tr><td>Clock transition at the registers of the reported paths</td><td>0.06 ns</td></tr>
<tr><td>Buffer cell driving the clock tree root</td><td>sky130_fd_sc_hd__clkbuf_8</td></tr>
<tr><td>CTS H-tree lvls</td><td>2</td></tr>
<tr><td>Clock tree from TritonCTS</td><td>yes</td></tr>
<tr><td>Number of buffers inserted during clock tree synthesis</td><td>5</td></tr>
<tr><td>Post-CTS repair timing setup buffer count</td><td>0</td></tr>
<tr><td>Cts-stage hold buffer count</td><td>0</td></tr>
<tr><td>Number of gates given a new drive strength after cts</td><td>0</td></tr>
<tr><td>Total number of clock tree sinks</td><td>30</td></tr>
<tr><td>Maximum buffer depth of the clock tree</td><td>2</td></tr>
<tr><td>Latency at later pin</td><td>0.28 ns</td></tr>
<tr><th colspan="2">Job</th></tr>
<tr><td>Reported max-cap violation count</td><td>0</td></tr>
<tr><td>Number of warnings in the stage logs</td><td>31</td></tr>
<tr><th colspan="2">GRT</th></tr>
<tr><td>Initial antenna violation count</td><td>0</td></tr>
<tr><td>Via count of the first global-routing pass</td><td>1490</td></tr>
<tr><td>Global-route usage over all layers</td><td>15.3%</td></tr>
<tr><td>Global-route wire length before repair</td><td>7.29 mm</td></tr>
<tr><td>Congestion Overflow GR</td><td>0</td></tr>
<tr><td>Pin count of the biggest net entering global routing</td><td>31</td></tr>
<tr><th colspan="2">Layout</th></tr>
<tr><td>Area growth from synthesis to layout</td><td>38.6%</td></tr>
<tr><td>Highest-count logic cell in the final layout</td><td>sky130_fd_sc_hd__clkdlybuf4s50_1</td></tr>
<tr><td>Tally of filler cells in the layout</td><td>570</td></tr>
<tr><td>Top logic cells by instance count in the layout</td><td>58 x sky130_fd_sc_hd__clkdlybuf4s50_1, 30 x sky130_fd_sc_hd__dfxtp_1, 21 x sky130_fd_sc_hd__nor2_1</td></tr>
<tr><td>Logic area</td><td>0.00101 sq mm</td></tr>
<tr><td>Largest register FFs</td><td>30</td></tr>
<tr><td>Share of final-layout standard cells stronger than drive strength 1</td><td>6.51%</td></tr>
<tr><td>Sequential cell area</td><td>601 sq um</td></tr>
<tr><th colspan="2">Status</th></tr>
<tr><td>Result of the run</td><td>completed</td></tr>
<tr><th colspan="2">Drt</th></tr>
<tr><td>Wire length per cell after detailed routing</td><td>13.6 microns</td></tr>
<tr><td>WL met2</td><td>1.95 mm</td></tr>
<tr><td>Drc violations</td><td>0</td></tr>
<tr><td>Routed WL</td><td>4.54 mm</td></tr>
<tr><td>Antenna fix cells</td><td>0</td></tr>
<tr><td>Routed length on met3</td><td>236 microns</td></tr>
<tr><td>Number of vias after detailed routing</td><td>1701</td></tr>
<tr><td>Router iterations before antenna repair</td><td>4</td></tr>
<tr><td>Via count normalized by instance count</td><td>5.11</td></tr>
<tr><td>Antenna Violating Nets Remaining</td><td>0</td></tr>
<tr><td>Post-Route M1 WL</td><td>2.33 mm</td></tr>
<tr><td>DR top layer</td><td>met4</td></tr>
<tr><td>Detailed router's first-iteration violation count</td><td>62</td></tr>
<tr><th colspan="2">Placed design</th></tr>
<tr><td>DPL Wire Length</td><td>3.24 mm</td></tr>
<tr><td>Port-buffer cells</td><td>58</td></tr>
<tr><td>Final weighted congestion in routability-driven placement</td><td>0.764</td></tr>
<tr><th colspan="2">Min path</th></tr>
<tr><td>Min-delay worst type</td><td>register to register</td></tr>
<tr><td>Startpoint of the worst hold path</td><td>ptr[31]</td></tr>
<tr><td>Hold-critical path depth</td><td>2</td></tr>
<tr><td>Hold Path Sink</td><td>ptr[31]</td></tr>
</table>
layer usage:
metal,global-route usage (%),up-vias
li1,-,896
met1,24.5,754
met2,22.3,49
met3,2.95,2
met4,1.85,0
met5,0,-
layout make-up:
cell class,instances,share of cell area (%)
Clock buffer,6,3.43
Inverter,8,1.25
Multi-Input combinational cell,157,42.0
Sequential cell,30,24.9
Tap cell,72,3.74
Timing Repair Buffer,60,24.7
kinds of logic (layout without fill, tap and decap cells):
group	Yosys count	after routing
other	1	2
buffers and inverters	21	74
adder cells (fa/ha/maj)	1	1
multiplexers	1	1
AND-OR/OR-AND	46	46
AND/OR/NAND/NOR	94	94
XOR/XNOR	13	13
flip-flops	30	30
how the worst max path moves through the flow:
stage | start | to | cells after the start
4_1_cts | is_jump | ptr[13] | 5
5_1_grt | is_jump | ptr[14] | 5
6_report | is_jump | ptr[8] | 5
synthesized netlist by cell type (all sizes together), types with 3 or more instances:
cell type and count:
a211oi 13, a21oi 9, a311oi 7, and2 3, and3 5, and4 5
buf 4, clkbuf 9, dfxtp 30, inv 8, nand2 13, nand3 15
nand4 12, nor2 21, nor3 5, nor4 4, o31ai 9, or4 9
xnor2 8, xor2 5
worst max-delay path: cells and delay by family:
| kind | cells | cell delay [ns] |
|---|---|---|
| compound gates | 1 | 0.19 |
| buf+inv | 3 | 1.69 |
| simple gates | 1 | 0.07 |
power breakdown:
group	internal, mW	switching [mW]
Combinational	0.0703	0.0324
Sequential	0.302	0.0260
Clock	0.126	0.103
Total	0.499	0.162
per-stage QoR:
stage	setup slack [ns]	cells	utilization (%)	area, sq um
finish	1.59	333	43.5	2410
global route	1.34	333	43.5	2410
CTS	1.58	333	43.5	2410
detailed placement	1.29	327	42.0	2330
global placement	1.27	327	42.0	2330
floorplan	2.48	208	-	1740
Power and IR drop assume default switching activity.
